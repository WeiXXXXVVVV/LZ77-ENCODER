==> flow/design.v <==
module LZ77_Encoder(clk,reset,chardata,valid,encode,finish,offset,match_len,char_nxt);
input 				clk;
input 				reset;
input 		[7:0] 	chardata;
output  reg			valid;
output  reg			encode;
output  reg			finish;
output 	reg	[3:0] 	offset;
output 	reg	[2:0] 	match_len;
output 	reg 	[7:0] 	char_nxt;
reg [3:0] count_1;
reg [11:0] count_2;
reg [2:0] match_1;
reg [2:0] match_2;
reg [3:0] now_offset;
reg [7:0] buffer [16:0];
reg [7:0] compare[16:0];
reg [2:0] state, next_state;
reg [7:0] get_data [2048:0];
reg [3:0] a;
reg test;
parameter T1 = 1, T2=2, T3=3, T4=4, T5=5;
always@(*) begin
	case(state)
		T1: begin
			if(count_2 == 'd2048)
				next_state = 3'd2;
			else 
				next_state = 3'd1;
		end
		T2: begin
		  if(a == 4'd0)
			next_state = 3'd3;
			else
			next_state = 3'd2;  
		end
		T3: begin
			if(char_nxt == 8'h24)
				next_state = 3'd5;
			else if (match_2 == 4'b0)
				next_state = 3'd2;
			else
				next_state = 3'd4;
		end
		T4: begin
			if(count_1 == match_2 - 4'b1)
				next_state = 3'd2;
			else
				next_state = 3'd4;
		end
		T5: begin
			next_state = 3'd5;
		end
		default: begin
			next_state = state;
		end
	endcase
end
always@(posedge clk or posedge reset)begin
		if(reset) begin
		   state <= 3'd1; 
			 {count_1, count_2} <= 16'b0;
			 buffer[0]<= 'h0;
			 buffer[1]<= 'h0; 
			 buffer[2]<= 'h0; 
			 buffer[3]<= 'h0; 
			 buffer[4]<= 'h0; 
			 buffer[5]<= 'h0; 
			 buffer[6]<= 'h0; 
			 buffer[7] <= 'h0;
			 buffer[8] <= 'h25;
			 buffer[9] <= 'h25;
			 buffer[10] <= 'h25;
			 buffer[11] <= 'h25;
			 buffer[12] <= 'h25;
			 buffer[13] <= 'h25;
			 buffer[14] <= 'h25;
			 buffer[15] <= 'h25;			 
       buffer[16] <= 'h25;
			 match_2 <='d0;
			 now_offset<='d0;
		end
		else begin
		  state <= next_state;
		  case(state)
			T1: begin
			  	 a<=9;
				  get_data[count_2] <= chardata;
				  if(count_2==12'd2048)begin
					count_2 <= 12'd8;
					end
				  else begin
					count_2 <= count_2+12'b1;
					end
				  if(count_2=='d2048) begin
					   buffer[0] <=get_data[7];
					   buffer[1] <=get_data[6];
					   buffer[2] <=get_data[5];
					   buffer[3] <=get_data[4];
					   buffer[4] <=get_data[3];
					   buffer[5] <=get_data[2];
					   buffer[6] <=get_data[1];
					   buffer[7] <=get_data[0];
					   compare[7]<=get_data[0];
					   compare[6]<=get_data[1];
					   compare[5]<=get_data[2];
					   compare[4]<=get_data[3];
					   compare[3]<=get_data[4];
					   compare[2]<=get_data[5];
					   compare[1]<=get_data[6];
					   compare[0]<=get_data[7];
				  end
			end
			T2:begin
	          if(match_2 < match_1) begin
				       match_2  <= match_1;
				       now_offset <=a;	
		        end
		        else begin
				       match_2  <= match_2;
				       now_offset <= now_offset; 
				    end 
		   end
			 T3: begin
			    count_2 <= count_2+12'b1;
				  buffer[0]<=get_data[count_2];
				  buffer[1]<=buffer[0];
				  buffer[2]<=buffer[1];
				  buffer[3]<=buffer[2];
				  buffer[4]<=buffer[3];
			   	buffer[5]<=buffer[4];
			   	buffer[6]<=buffer[5];
			   	buffer[7]<=buffer[6];
				  buffer[8]<=buffer[7];
				  buffer[9]<=buffer[8];
				  buffer[10]<=buffer[9];
				  buffer[11]<=buffer[10];
				  buffer[12]<=buffer[11];
				  buffer[13]<=buffer[12];
				  buffer[14]<=buffer[13];
				  buffer[15]<=buffer[14];
				  buffer[16]<=buffer[14];				
				  compare[0]<=get_data[count_2];
				  compare[1]<=buffer[0];
				  compare[2]<=buffer[1];
				  compare[3]<=buffer[2];
				  compare[4]<=buffer[3];
				  compare[5]<=buffer[4];
				  compare[6]<=buffer[5];
				  compare[7]<=buffer[6];
				  compare[8]<=buffer[7];
				  compare[9]<=buffer[8];
				  compare[10]<=buffer[9];
				  compare[11]<=buffer[10];
				  compare[12]<=buffer[11];
				  compare[13]<=buffer[12];
				  compare[14]<=buffer[13];
				  compare[15]<=buffer[14];
				  compare[16]<=buffer[15];
			end
			T4:begin
				  count_2 <= count_2+12'b1;
				  buffer[0]<=get_data[count_2];
				  buffer[1]<=buffer[0];
				  buffer[2]<=buffer[1];
				  buffer[3]<=buffer[2];
				  buffer[4]<=buffer[3];
			   	buffer[5]<=buffer[4];
			   	buffer[6]<=buffer[5];
			   	buffer[7]<=buffer[6];
				  buffer[8]<=buffer[7];
				  buffer[9]<=buffer[8];
				  buffer[10]<=buffer[9];
				  buffer[11]<=buffer[10];
				  buffer[12]<=buffer[11];
				  buffer[13]<=buffer[12];
				  buffer[14]<=buffer[13];
				  buffer[15]<=buffer[14];
				  buffer[16]<=buffer[14];				
				  compare[0]<=get_data[count_2];
				  compare[1]<=buffer[0];
				  compare[2]<=buffer[1];
				  compare[3]<=buffer[2];
				  compare[4]<=buffer[3];
				  compare[5]<=buffer[4];
				  compare[6]<=buffer[5];
				  compare[7]<=buffer[6];
				  compare[8]<=buffer[7];
				  compare[9]<=buffer[8];
				  compare[10]<=buffer[9];
				  compare[11]<=buffer[10];
				  compare[12]<=buffer[11];
				  compare[13]<=buffer[12];
				  compare[14]<=buffer[13];
				  compare[15]<=buffer[14];
				  compare[16]<=buffer[15];
					if(count_1==match_2 - 4'b1)begin
						   match_2<='d0;
						   now_offset<='d0;
					end
					if(count_1==match_2- 4'b1)
						   count_1 <= 4'b0;
					else
						   count_1 <= count_1 + 4'b1;
			end
		endcase
		end				
end
always@(posedge clk) begin
	if(state == T2)begin
	  if(test)begin 
		   if(buffer[7] == compare[a+7] & buffer[6] == compare[a+6] & buffer[5] == compare[a+5] & buffer[4] == compare[a+4] & buffer[3] == compare[a+3] & buffer[2] == compare[a+2] & buffer[1] == compare[a+1]) begin
			   match_1 <= 3'd7;
		   end
		   else if(buffer[7] == compare[a+7] & buffer[6] == compare[a+6] & buffer[5] == compare[a+5] & buffer[4] == compare[a+4] & buffer[3] == compare[a+3] & buffer[2] == compare[a+2]) begin
			   match_1 <= 3'd6;                            
		   end
		   else if(buffer[7] == compare[a+7] & buffer[6] == compare[a+6] & buffer[5] == compare[a+5] & buffer[4] == compare[a+4] & buffer[3] == compare[a+3]) begin
			   match_1 <= 3'd5;                     
		   end
		   else if(buffer[7] == compare[a+7] & buffer[6] == compare[a+6] & buffer[5] == compare[a+5] & buffer[4] == compare[a+4]) begin
			   match_1 <= 3'd4;         
		   end
		   else if(buffer[7] == compare[a+7] & buffer[6] == compare[a+6] & buffer[5] == compare[a+5]) begin
			   match_1 <= 3'd3;
		   end
		   else if(buffer[7] == compare[a+7] & buffer[6] == compare[a+6]) begin
			   match_1 <= 3'd2;
		   end
		   else if(buffer[7] == compare[a+7]) begin
			   match_1 <= 3'd1;
		   end
		   else  begin   
			   match_1 <= 3'd0;
		   end
		   a<=a-1;	
	   end
	end
	else begin
		match_1 <= 3'd0;
		a<=9;
	end
end
always@(*) begin
  if(a>0) begin
    test = 1'b1;
  end
  else begin
    test = 1'b0;   
  end 
end
always@(*) begin
	offset = now_offset;
	match_len = match_2;
	char_nxt = compare[ 7 - match_2];
	case(state)
		T1: begin
			{encode,finish,valid}=3'b000;			
		end
		T2: begin
			{encode,finish,valid}=3'b100;
		end
		T3: begin
			{encode,finish,valid}=3'b101;
		end
		T4: begin
			{encode,finish,valid}=3'b100;
		end		
		T5: begin
			{encode,finish,valid}=3'b110;			
		end
		default: begin
			{encode,finish,valid}=3'b000;			
		end
	endcase
end
endmodule
==> flow/run.sh <==
#!/bin/bash
# OpenROAD 26Q1-2900-gdf79404cd8, Yosys 0.63+post, stock flow scripts
make -C /OpenROAD-flow-scripts/flow DESIGN_CONFIG=/design/flow/config.mk WORK_HOME=/design/flow/orfs finish
==> flow/config.mk <==
export PLATFORM = sky130hd
export DESIGN_NAME = LZ77_Encoder
export DESIGN_NICKNAME = LZ77_Encoder
export VERILOG_FILES = /design/flow/design.v
export SDC_FILE = /design/flow/constraint.sdc
export NUM_CORES = 4
export LEC_CHECK = 1
export CORE_UTILIZATION = 40
==> flow/constraint.sdc <==
current_design LZ77_Encoder

set clk_period 79.7
set clk_io_pct 0.2

create_clock -name clk0 -period $clk_period [get_ports {clk}]

set non_clock_inputs [all_inputs -no_clocks]
set_input_delay [expr $clk_period * $clk_io_pct] -clock clk0 $non_clock_inputs
set_output_delay [expr $clk_period * $clk_io_pct] -clock clk0 [all_outputs]
==> metrics.cfg <==
[status]
status = did not finish
lastStage = 5_1_grt
error = [ERROR GRT-0116] Global routing finished with congestion. Check the congestion regions in the DRC Viewer.

[logic_synthesis]
yosysMostFrequentCell = edfxtp_1
yosys.stat.seqShare = 0.776
synth_flop_count = 16700
yosys-top-cells-count = edfxtp_1, a22oi_1, nor2_1
async_flop_share = 0.00906
synth_warnings = 12
synth-edff-count = 16500
synth_cell_types = 94
syn_area_mm2 = 0.644
ff_type = edfxtp_1
ys_top_cells_by_area = edfxtp_1, a22oi_1, nor2_1
top_area_frac = 0.770
synth_area_per_cell_um2 = 16.0
yosys_cells = 40200
yosys.area.top_type = edfxtp_1
synthCells = 40200
ys_area_mm2 = 0.644

[place]
portBuffers = 23
dp_cells = 65700
routabilityCongestion = 1.52
dpl.hpwl_um = 5430000
dp_worst_setup_slack_ns = 56.76

[cts]
cts-resized-gates = 0
root_buffer = clkbuf_16
ctsHoldBuffers = 0
htreeDepth = 7
cts_made_buffers = 1800
cts.path.max_buffers = 6
cts_sinks = 16700
postCtsSetupBuffers = 0

[global_route]
gr-usage-all-layers = 1.03
grt-ovfl-total = 104000
grt_max_degree = 130
grt_pass1_wl_um = 9900000
first_global_vias = 767000

[floorplan]
die_h_um = 1270
row_count = 465
die_w_um = 1270
boundaryPins = 28
fp_util = 0.402

[cell families after synthesis]
family / Yosys count / synth area share
compound gates: 11700 / 0.136
fa+ha+maj: 12 / 0.000233
xor+xnor: 67 / 0.000911
buf+inv: 3149 / 0.0214
simple gates: 8400 / 0.0620
other cells: 1 / 0.00000582
mux: 210 / 0.00363
flops: 16700 / 0.776
[per-stage QoR]
step | total power, mW | cell area (um^2)
after CTS | 18.5 | 782000
after detailed placement | 10.1 | 723000
after global placement | 10.1 | 721000
after floorplan | 9.82 | 644000
[routing by layer]
metal,overflow,track usage
met1,24800,1.02
met2,44900,1.09
met3,17500,1.00
met4,15400,0.976
met5,1691,0.924
Power and IR drop assume default switching activity.
